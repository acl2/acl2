==> /design/flow/design.v <==
module alu16 (
  output [15:0] out,
  input [2:0] opcode,
  input [15:0] abus,
  input [15:0] bbus,
  input clk
);
  wire [15:0] abus1;
  wire [15:0] bbus1;
  flop #(16) aflop (.q(abus1), .d(abus), .clk(clk));
  flop #(16) bflop (.q(bbus1), .d(bbus), .clk(clk));
  wire [15:0] ans_plus   = abus1 + bbus1;
  wire [15:0] ans_minus  = abus1 - bbus1;
  wire [15:0] ans_bitand = abus1 & bbus1;
  wire [15:0] ans_bitor  = abus1 | bbus1;
  wire [15:0] ans_bitxor = abus1 ^ bbus1;
  wire [15:0] ans_min    = (abus1 < bbus1) ? abus1 : bbus1;
  wire [15:0] ans_mult   = abus1 * bbus1;
  wire [15:0] ans_count =
     abus1[0]  + abus1[1]  + abus1[2]  + abus1[3]
   + abus1[4]  + abus1[5]  + abus1[6]  + abus1[3]
   + abus1[8]  + abus1[9]  + abus1[10] + abus1[11]
   + abus1[12] + abus1[13] + abus1[14] + abus1[15];
  wire [15:0] ans;
  assign ans =
      (opcode == 3'd0)   ? ans_plus
    : (opcode == 3'd1)  ? ans_minus
    : (opcode == 3'd2) ? ans_bitand
    : (opcode == 3'd3)  ? ans_bitor
    : (opcode == 3'd4) ? ans_bitxor
    : (opcode == 3'd5)    ? ans_min
    : (opcode == 3'd6)  ? ans_count
    : 16'bx;
  flop #(16) outflop (.q(out), .d(ans), .clk(clk));
endmodule
module flop (q, d, clk);
  parameter width = 1;
  output reg [width-1:0] q;
  input [width-1:0] d;
  input clk;
  always @(posedge clk) q <= d;
endmodule  
==> /design/flow/run.sh <==
#!/bin/bash
# OpenROAD 26Q1-2900-gdf79404cd8, Yosys 0.63+post, stock flow scripts
make -C /OpenROAD-flow-scripts/flow DESIGN_CONFIG=/design/flow/config.mk WORK_HOME=/design/flow/orfs finish
==> /design/flow/config.mk <==
export PLATFORM = sky130hd
export DESIGN_NAME = alu16
export DESIGN_NICKNAME = alu16
export VERILOG_FILES = /design/flow/design.v
export SDC_FILE = /design/flow/constraint.sdc
export NUM_CORES = 4
export LEC_CHECK = 1
export CORE_UTILIZATION = 30
==> /design/flow/constraint.sdc <==
current_design alu16

set clk_period 8.1
set clk_io_pct 0.2

create_clock -name clk0 -period $clk_period [get_ports {clk}]

set non_clock_inputs [all_inputs -no_clocks]
set_input_delay [expr $clk_period * $clk_io_pct] -clock clk0 $non_clock_inputs
set_output_delay [expr $clk_period * $clk_io_pct] -clock clk0 [all_outputs]
==> GITHUB_STEP_SUMMARY <==
### Yosys + OpenROAD results

| Metric | Value |
|---|---|
| Num rows | `42` |
| Htree depth | `2` |
| Fmax | `258 MHz` |
| Top delay family on crit path | `adder cells` |
| Crit path from | `aflop.q[4]$_DFF_P_` |
| Post-synth EDFFs | `0` |
| PortBufs | `51` |
| Postcts setup bufs | `0` |
| Max incr delay on CP | `540 ps` |
| Num CTS Buffers | `5` |
| Hpwl dp | `9060 um` |
| Fin area | `4930 um^2` |
| FFs w/ async S/R, synth | `0%` |
| DR vias | `3844` |
| Slew headroom | `43.6%` |
| Synth warnings | `1` |
| Tool warning count | `57` |
| Syn Std Cell Area | `4150 um^2` |
| Most frequent logic cell in the layout | `inv_1` |
| N_diodes | `0` |
| Area grow syn2layout | `18.8%` |
| Total clock sinks | `48` |
| Slew @ Worst Pin | `837 ps` |
| Maximum clock insertion buffer count | `2` |
| Peak supply drop | `91.8 uV` |
| Syn Area/Cell | `7.98 um^2` |
| First-pass GRT wire length | `19000 um` |
| Yosys cell count | `520` |
| Final WL | `11800 um` |
| Biggest area cells | `dfxtp_1, ha_1, inv_1` |
| Vias per Instance | `5.25` |
| Critical-path top delay cell | `fa_1` |
| Largest fanout on the critical path | `5` |
| Top cells excl fill/tap | `inv_1, ha_1, clkdlybuf4s50_1` |
| Final Hold Viols | `0` |
| Final Critical Period | `3880 ps` |
| TritonCTS clock tree | `yes` |
| Crit Path Category | `reg2reg` |
| Fraction of layout cells with a size suffix above 1 | `4.14%` |
| Crit share post-route | `47.9%` |
| ANT nets after route | `0` |
| Pre-antenna DRT Iters | `5` |
| Status | `completed` |
| Worst r2r src | `aflop.q[4]$_DFF_P_` |
| Overflow after GRT | `0` |
| Drt initial violations | `253` |
| I/O pin count | `52` |
| Drc violations | `0` |
| Crit path DRT | `8320 ps` |
| Dominant register cell | `dfxtp_1` |
| Worst path bufs/invs | `3` |
| Synth Seq Share | `23.2%` |
| Cell Pwr Density | `163 nW/um^2` |
| Pin count of the biggest net entering global routing | `62` |
| Initial antenna violation count | `0` |
| Min-delay src | `bflop.q[7]$_DFF_P_` |
| Area share of the largest cell type after synthesis | `23.2%` |
| Post-CTS Hold Fix Bufs | `0` |
| YS chip area | `4150 um^2` |
| Final hold slack | `606 ps` |
| Fill cells | `1369` |
| Worst Hold Class | `reg2reg` |
| Area after DPL | `4790 um^2` |
| Worst endpoint data arrival time | `4100 ps` |
| Setup Skew | `4.13 ps` |
| Worst setup EP type | `register` |
| Cell repeated most along the worst path | `fa_1` |
| Latency at later pin | `290 ps` |
| Die H | `120 um` |
| Yosys top cell by area | `dfxtp_1` |
| Clock transition at path regs | `60 ps` |
| Clock Tree Root | `clkbuf_16` |
| Fp_density | `31.1%` |
| Placed Cells | `725` |
| Setup Viol. Count Final | `0` |
| P_leak | `2.14 nW` |
| Post_cts resized | `0` |
| Core area | `13300 um^2` |
| Startpoint types | `register` |
| GPL Wtd Cong | `0.915` |
| Die area | `14300 um^2` |
| Max-Cap Viols | `0` |
| All-Layer GR Usage | `17.3%` |
| Vias in the first global route | `3688` |
| Setup TNS | `0 ps` |
| Finished Layout Cells | `732` |
| RSZ-0062 raised after global routing | `false` |
| Die width | `120 um` |
| WL/cell | `16.1 um` |
| Flops & latches, synth | `48` |
| Fin. max-slew vios | `0` |
| Cell Type Count | `62` |
| Synthesized instance count | `520` |
| Worst path cell trace | `fa_1 -> inv_1 -> fa_1 -> fa_1 -> fa_1 -> inv_1 -> ha_1 -> inv_1 -> fa_1 -> nor2b_1 -> o21ai_0 -> nand2_1 -> o311ai_0 -> o31a_1 -> a21oi_1` |
==> per-layer routing <==
metal	vias to the layer above	track usage, %	part of all wire [%]
met3	27	3.06	7.9
met4	0	5.47	3.7
met1	1762	26.6	48
met2	158	24.5	40
met5	-	0	0
li1	1897	-	-
==> synthesized netlist by cell type, types with 2 or more instances <==
cell type / count
nor4_1: 4
a31oi_1: 7
buf_2: 2
o311ai_0: 3
a21o_1: 11
a32oi_1: 2
clkbuf_1: 19
o21ai_1: 2
nand2_1: 30
o31ai_1: 2
a21oi_1: 35
nor2_1: 47
o22ai_1: 2
inv_1: 59
o21bai_1: 3
a311oi_1: 3
o41ai_2: 2
o31a_1: 3
nand4_1: 2
and2_1: 2
o21a_1: 2
o221ai_1: 4
nor3_1: 16
buf_6: 2
nor2b_1: 6
nor4b_1: 2
or3_1: 7
xor2_1: 2
mux2i_1: 12
nand3_1: 14
o211ai_1: 10
xnor2_1: 11
buf_1: 4
o21ba_2: 2
nand2b_1: 5
dfxtp_1: 48
a211oi_1: 7
o21ai_0: 36
nand3b_1: 2
a221oi_1: 4
fa_1: 11
ha_1: 53
==> worst paths after layout <==
kind | to | cells past startpoint | slack [ps]
worst max-delay path | outflop.q[4]$_DFF_P_ | 15 | 4220
worst min-delay path | outflop.q[7]$_DFF_P_ | 2 | 610
worst max register to register | outflop.q[4]$_DFF_P_ | 15 | 4220
worst min register to register | outflop.q[7]$_DFF_P_ | 2 | 610
==> stage by stage <==
step	setup slack [ps]	utilization [%]	power, mW
after floorplan	4470	-	0.493
after global placement	4120	35.9	0.605
after detailed placement	4030	35.9	0.605
after CTS	4210	36.9	0.812
after global routing	4000	36.9	0.859
final	4220	36.9	0.803
==> tightest hold or removal path, stage by stage, from the launching register on <==
cell,delay (ps)
dfxtp_1,370
o211ai_1,120
nand3_1,80
==> registers in the layout, summed over array words and instances, names as in the netlist <==
register	cells
aflop.q	16
bflop.q	16
outflop.q	16
==> where the power goes <==
group | leakage, nW | total [mW] | internal [mW] | switching [mW]
registers | 0.405 | 0.275 | 0.260 | 0.0146
logic | 1.67 | 0.329 | 0.155 | 0.174
clock network | 0.0667 | 0.200 | 0.112 | 0.0874
==> layout make-up <==
class / instances / area, um^2 / area share (%)
multi-input cells: 385 / 2840 / 57.7
flip-flops and latches: 48 / 961 / 19.5
repair buffers: 56 / 543 / 11.0
inverters: 60 / 225 / 4.57
well taps: 176 / 220 / 4.47
clock buffers: 6 / 129 / 2.62
clock inverters: 1 / 5.00 / 0.102
==> cell families after synthesis <==
kind of cell	Yosys count	share of synthesized area, %
compound gates	153	24.8
xor+xnor	13	2.74
fa+ha+maj	64	21.3
buf+inv	87	8.29
flops	48	23.2
mux	13	3.44
simple gates	142	16.2
No activity file was given, so power comes from the tool's default toggle rates.
