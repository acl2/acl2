==> flow/config.mk <==
export PLATFORM = sky130hd
export DESIGN_NAME = select_tests
export DESIGN_NICKNAME = select_tests
export VERILOG_FILES = /design/flow/design.v
export SDC_FILE = /design/flow/constraint.sdc
export NUM_CORES = 4
export LEC_CHECK = 1
export CORE_AREA = 10 10 70 70
export DIE_AREA = 0 0 80 80
==> flow/constraint.sdc <==
current_design select_tests

set clk_period 2.5
set clk_io_pct 0.2

create_clock -name clk0 -period $clk_period

set non_clock_inputs [all_inputs -no_clocks]
set_input_delay [expr $clk_period * $clk_io_pct] -clock clk0 $non_clock_inputs
set_output_delay [expr $clk_period * $clk_io_pct] -clock clk0 [all_outputs]
==> flow/design.v <==
module select_tests (
  in,
  sel,
  out_f1_s1, out_f1_s2, out_f1_s3, out_f1_s4, out_f1_s5, out_f1_s6,
  out_f2_s1, out_f2_s2, out_f2_s3, out_f2_s4, out_f2_s5, out_f2_s6,
  out_f3_s1, out_f3_s2, out_f3_s3, out_f3_s4, out_f3_s5, out_f3_s6,
  out_f4_s1, out_f4_s2, out_f4_s3, out_f4_s4, out_f4_s5, out_f4_s6,
  out_f5_s1, out_f5_s2, out_f5_s3, out_f5_s4, out_f5_s5, out_f5_s6,
  out_f6_s1, out_f6_s2, out_f6_s3, out_f6_s4, out_f6_s5, out_f6_s6,
  out_f7_s1, out_f7_s2, out_f7_s3, out_f7_s4, out_f7_s5, out_f7_s6
);
parameter foo = 1;
wire pretend_to_use_foo = foo;
input [6:0] in;
input [6:0] sel;
output out_f1_s1, out_f1_s2, out_f1_s3, out_f1_s4, out_f1_s5, out_f1_s6;
output out_f2_s1, out_f2_s2, out_f2_s3, out_f2_s4, out_f2_s5, out_f2_s6;
output out_f3_s1, out_f3_s2, out_f3_s3, out_f3_s4, out_f3_s5, out_f3_s6;
output out_f4_s1, out_f4_s2, out_f4_s3, out_f4_s4, out_f4_s5, out_f4_s6;
output out_f5_s1, out_f5_s2, out_f5_s3, out_f5_s4, out_f5_s5, out_f5_s6;
output out_f6_s1, out_f6_s2, out_f6_s3, out_f6_s4, out_f6_s5, out_f6_s6;
output out_f7_s1, out_f7_s2, out_f7_s3, out_f7_s4, out_f7_s5, out_f7_s6;
wire [0:0] from1 = in[0];
wire [1:0] from2 = in[1:0];
wire [2:0] from3 = in[2:0];
wire [3:0] from4 = in[3:0];
wire [4:0] from5 = in[4:0];
wire [5:0] from6 = in[5:0];
wire [6:0] from7 = in[6:0];
wire [0:0] sel1 = sel[0];
wire [1:0] sel2 = sel[1:0];
wire [2:0] sel3 = sel[2:0];
wire [3:0] sel4 = sel[3:0];
wire [4:0] sel5 = sel[4:0];
wire [5:0] sel6 = sel[5:0];
assign out_f1_s1 = from1[sel1];
assign out_f1_s2 = from1[sel2];
assign out_f1_s3 = from1[sel3];
assign out_f1_s4 = from1[sel4];
assign out_f1_s5 = from1[sel5];
assign out_f1_s6 = from1[sel6];
assign out_f2_s1 = from2[sel1];
assign out_f2_s2 = from2[sel2];
assign out_f2_s3 = from2[sel3];
assign out_f2_s4 = from2[sel4];
assign out_f2_s5 = from2[sel5];
assign out_f2_s6 = from2[sel6];
assign out_f3_s1 = from3[sel1];
assign out_f3_s2 = from3[sel2];
assign out_f3_s3 = from3[sel3];
assign out_f3_s4 = from3[sel4];
assign out_f3_s5 = from3[sel5];
assign out_f3_s6 = from3[sel6];
assign out_f4_s1 = from4[sel1];
assign out_f4_s2 = from4[sel2];
assign out_f4_s3 = from4[sel3];
assign out_f4_s4 = from4[sel4];
assign out_f4_s5 = from4[sel5];
assign out_f4_s6 = from4[sel6];
assign out_f5_s1 = from5[sel1];
assign out_f5_s2 = from5[sel2];
assign out_f5_s3 = from5[sel3];
assign out_f5_s4 = from5[sel4];
assign out_f5_s5 = from5[sel5];
assign out_f5_s6 = from5[sel6];
assign out_f6_s1 = from6[sel1];
assign out_f6_s2 = from6[sel2];
assign out_f6_s3 = from6[sel3];
assign out_f6_s4 = from6[sel4];
assign out_f6_s5 = from6[sel5];
assign out_f6_s6 = from6[sel6];
assign out_f7_s1 = from7[sel1];
assign out_f7_s2 = from7[sel2];
assign out_f7_s3 = from7[sel3];
assign out_f7_s4 = from7[sel4];
assign out_f7_s5 = from7[sel5];
assign out_f7_s6 = from7[sel6];
endmodule
==> flow/run.sh <==
#!/bin/bash
# OpenROAD 26Q1-2900-gdf79404cd8, Yosys 0.63+post, stock flow scripts
make -C /OpenROAD-flow-scripts/flow DESIGN_CONFIG=/design/flow/config.mk WORK_HOME=/design/flow/orfs finish
==> impl_metrics.toml <==
# flow metrics
[yosys]
synth_area_leader_cell = "buf_4"
common_cells = "36 x buf_4, 6 x mux2i_1"
synth_adder_area_share = 0
syn_area_per_cell_um2 = 7.77
post_synth_num_cell_types = 14
area_leader_share = 0.600
synth.cellmix.xorXnorShare = 0
synth_top_cell_by_count = "buf_4"
mux_area_frac = 0.192
synthesized_area_fraction_occupied_by_ao_oa_aoi_and_oai_cells = 0.0944
synth_simple_gate_area_share = 0.0694
yosys-dominant-comb-family = "buffers and inverters"
yosys-top-cells-area = "buf_4 60%, mux2i_1 13%, mux2_4 3.3%"
synth_stat.cells = 58
ys_seq_share = 0
mappedNetlistArea_um2 = 450
synth_warnings = 0
synth_chip_area_um2 = 450
syn-instance-count = 58

[status]
status = "completed"

[grt]
grt_pass1_vias = 379
global_route.overflow_total = 0
maximum_number_of_pins_on_one_net_before_global_route_repair = 12
grt_pass1_wl_mm = 2.00
antenna_violations_before_repair = 0
global_route.usage.total = 0.0386

[pwr]
finalPower_uw = 171
power_per_cell_area_nw_per_um2 = 204
vdd_ir_drop_max_v = 0.0000749
power.leakage_uw = 0.000375

[placement]
placed_cell_area_um2 = 810
routabilityCongestion = 0.794
buffer_ports.inserted = 52
detailedPlacementHpwl_mm = 1.34
total_placed_cells_including_tap_cells = 127

[route]
via_count = 403
postRouteWirelength_mm = 1.50
route.antenna.remaining_nets = 0
drt_pass1_iterations = 4
antenna_cells = 0
wl_per_cell_um = 11.6
drt_iter0_markers = 20
drcViolationCount = 0
routed_via_density = 3.12

[final_layout]
finish.instance_area_um2 = 836
layout.area.comb_um2 = 180
final_layout_size_suffix_gt1_frac = 0.193
seq_cell_count = 0
flop_area_um2 = 0
filler_cell_count = 384
syn_to_final_growth_pct = 85.6
layoutNonFillerInstCount = 129
final.clkbuf_count = 0

[sta]
fmax_mhz = 415
timing.max_slew.rel_slack = 0.751
hold-worst-slack_ps = 1680
fin_tns_setup_ps = 0
timing_hold_violations_final = 0
worst_slew_pin_slew_ps = 373
number_of_max_slew_violations_in_the_final_report = 0
setup_violations = 0
grt_setup_unrepaired = "false"
fin_crit_sh = 0.963
final_period_minus_worst_setup_slack_ps = 2410

[critical_path]
critical_path_arrival_ps = 1910
timing.critical_path.fanout_max = 4
required_time_of_the_worst_setup_path_ps = 2000
critical_path.startpoint_type = "primary input"
worst-setup-path-type = "in -> out"
crit_path_end_kind = "primary output"

[job]
maxCapViolations = 0
number_of_warnings_in_the_stage_logs = 37

[floorplanning]
die-area_um2 = 6400
die_w_um = 80
placementRows = 21
pin_count = 56
die_height_um = 80
core_area_um2 = 3420
fp_util = 0.132

[worst_hold_path]
timing.hold.worst.class = "in -> out"

[clocking]
hold_buffers = 0
per-layer routing:
layer	global-route usage	vias to the layer above	wire, um	share of wire
met5	0	-	0	0
met4	0	0	0	0
met3	0.0341	0	336	0.22
met2	0.0618	34	644	0.43
met1	0.0396	165	516	0.34
li1	-	204	-	-
area by class of cell:
| cell class | count | share of cell area |
|---|---|---|
| Tap cell | 46 | 0.0689 |
| Multi-Input combinational cell | 19 | 0.216 |
| Inverter | 1 | 0.0105 |
| Timing Repair Buffer | 63 | 0.705 |
power breakdown:
part	switching (uW)	internal [uW]	leakage (uW)
Clock	0	0	0
Combinational	45.5	125	0.000375
Sequential	0	0	0
Total	45.5	125	0.000375
worst max-delay path, stage by stage:
cell and delay [ps]:
clkdlybuf4s50_1 500, mux2i_1 80, o21ai_1 130, o21a_1 200, clkdlybuf4s50_1 490
final timing paths:
check | startpoint | to | cells after the start
min | sel[0] | out_f7_s2 | 4
max | in[4] | out_f5_s5 | 5
metrics by stage:
step                utilization  setup WS (ps)
floorplan                     -            630
global placement          0.237           -266
detailed placement        0.237           -300
CTS                       0.240          -5.70
global route              0.245           3.41
finish                    0.245           92.9
cells by family after synthesis:
group	Yosys count
buf+inv	39
mux	8
compound gates	6
simple gates	5
layout by cell type, fill, tap and decap left out, drive strengths merged, types with 2 or more instances in the layout:
cell type	n
o21ai	2
mux2i	6
nand3b	2
dlygate4sd2	15
buf	11
clkdlybuf4s50	34
nand2b	2
mux2	2
dlymetal6s2s	2
o21a	2
timing repair:
item,in CTS,in global routing
endpoints found under the setup margin,34,10
hold endpoints to repair,0,0
pin swaps,0,1
resized,23,4
setup buffers,0,3
Power is estimated from default activity; no workload was simulated.
