--- /design/flow/design.v ---
module shifted_sums (output [15:0] sum,
		     input [127:0] a,
		     input [127:0] b,
		     input [3:0] shift);
  logic [15:0][7:0] aslices;
  logic [15:0][7:0] bslices;
  logic [15:0][7:0] shifted_slices;
  logic [15:0][7:0] prods;
  logic [15:0][15:0] sums;
   assign aslices = a;
   assign bslices = b;
   generate
     genvar i;
     for (i=0; i<16; i=i+1) begin : shift_slice
       assign shifted_slices[i] = bslices[4'(shift+i)];
       assign prods[i] = aslices[i] * shifted_slices[i];
       assign sums[i] = prods[i] + ((i==0) ? 16'b0 : sums[i-1]);
     end
   endgenerate
   assign sum = sums[15];
endmodule
--- /design/flow/run.sh ---
#!/bin/bash
# OpenROAD 26Q1-2900-gdf79404cd8, Yosys 0.63+post, stock flow scripts
make -C /OpenROAD-flow-scripts/flow DESIGN_CONFIG=/design/flow/config.mk WORK_HOME=/design/flow/orfs finish
--- /design/flow/config.mk ---
export PLATFORM = sky130hd
export DESIGN_NAME = shifted_sums
export DESIGN_NICKNAME = shifted_sums
export VERILOG_FILES = /design/flow/design.v
export SDC_FILE = /design/flow/constraint.sdc
export NUM_CORES = 4
export LEC_CHECK = 1
export CORE_UTILIZATION = 30
--- /design/flow/constraint.sdc ---
current_design shifted_sums

set clk_period 24.2
set clk_io_pct 0.2

create_clock -name clk0 -period $clk_period

set non_clock_inputs [all_inputs -no_clocks]
set_input_delay [expr $clk_period * $clk_io_pct] -clock clk0 $non_clock_inputs
set_output_delay [expr $clk_period * $clk_io_pct] -clock clk0 [all_outputs]
==> results.sh <==
# flow metrics
export IMPL_outcome="finished, final reports clean"
export IMPL_hold_class="in -> out"
export IMPL_rows=102
export IMPL_finalClockPeriodUsage_pct=88.24
export IMPL_syn_area_um2=23640
export IMPL_maxSlewViolCount=0
export IMPL_crit_required_ps=19360
export IMPL_logic_area_um2=21260
export IMPL_gp_congestion=1.049
export IMPL_ys_sh_aoi_pct=2.413
export IMPL_topCellsByArea="fa_1 25%, mux4_2 20%, ha_1 15%"
export IMPL_route_met3_wl_um=10790
export IMPL_routed_wl_um=78040
export IMPL_post_dp_cell_area_um2=27480
export IMPL_grt_setup_unrepaired="false"
export IMPL_yosys_area_share_adder_pct=40.48
export IMPL_tns_ps=0
export IMPL_seq_cells=0
export IMPL_critPathKind="in -> out"
export IMPL_top_logic_kind="adder cells"
export IMPL_worst_setup_path_end_kind="primary output"
export IMPL_fmax_ghz=0.04683
export IMPL_finalHoldViolCount=0
export IMPL_avgSynthCellArea_um2=9.686
export IMPL_die_area_um2=79940
export IMPL_maxCapViolCount=0
export IMPL_grt_overflow_total=0
export IMPL_drc_errors=0
export IMPL_grt_antenna_before_repair=15
export IMPL_wl_per_cell_um=20.97
export IMPL_fin_crit_ps=21350
export IMPL_io_pins=276
export IMPL_fin_util_pct=35.37
export IMPL_critPathMaxStageDelay_ps=610
export IMPL_synth_simple_area_share_pct=12.80
export IMPL_hold_end="sum[0]"
export IMPL_grt_max_degree=53
export IMPL_portBuffers=273
export IMPL_crit_buf_inv=10
export IMPL_core_area_um2=77720
export IMPL_worstPathMaxFanout=52
export IMPL_grt_pass1_wl_um=118300
export IMPL_ys_types=40
export IMPL_maxSlewHeadroom_pct=29.24
export IMPL_grt_pass1_vias=19010
export IMPL_crit_slowest_cell="or4b_2"
export IMPL_met2_length_um=35560
export IMPL_xor_area_share_pct=10.12
export IMPL_die_h_um=282.7
export IMPL_cts_resized=0
export IMPL_yosysTopAreaCell="fa_1"
export IMPL_fp_utilization_pct=30.42
export IMPL_hpwl_um=70510
export IMPL_grt_use_total_pct=21.16
export IMPL_hold_depth=4
export IMPL_warning_count=38
export IMPL_synth_cells=2441
export IMPL_fin_area_um2=27490
export IMPL_yosys_stat_cells=2441
export IMPL_drt_iter0_drc=1018
export IMPL_ys_sh_mux_pct=23.88
export IMPL_syn2layout_area_growth_pct=16.28
export IMPL_routed_top_layer="met5"
export IMPL_met1_length_um=28810
export IMPL_via_per_inst=4.881
export IMPL_dr_total_vias=18170
export IMPL_drive_gt1_share_pct=10.94
export IMPL_tightest_slew_ps=1050
export IMPL_ys_warn_count=0
export IMPL_clock_buffer_count=0
export IMPL_fillCellCount=7859
export IMPL_die_width_um=282.7
export IMPL_min_from="a[120]"
export IMPL_ys_chip_area_um2=23640
export IMPL_top_area_share_pct=25.40
export IMPL_cts_hold_buf=0
export IMPL_cp_start_kind="input pin"
export IMPL_seq_area_um2=0
export IMPL_worstPathArrival_ps=16510
export IMPL_crit_family="adder cells"
export IMPL_ys_seq_share_pct=0
export IMPL_antenna_left=0
export IMPL_worst_path_most_repeated_cell="fa_1"
export IMPL_setup_viol=0
export IMPL_drt_pre_antenna_iters=5
export IMPL_cts_setup_buffers=0
synth_stat cells, drive strengths merged, types with 4 or more instances:
| library cell | number |
|---|---|
| a21oi | 42 |
| o21ai | 12 |
| xnor2 | 215 |
| and2 | 268 |
| a21o | 33 |
| mux4 | 219 |
| buf | 54 |
| nor2b | 6 |
| nor3 | 5 |
| ha | 285 |
| mux2i | 40 |
| nand2 | 195 |
| nor2 | 113 |
| mux2 | 24 |
| or2 | 15 |
| xor2 | 53 |
| a21boi | 4 |
| inv | 545 |
| clkbuf | 4 |
| fa | 300 |
tightest hold or removal path, delay by kind of cell:
| kind | cells | cell delay, ps |
|---|---|---|
| adders and majority gates | 1 | 200 |
| and+or+nand+nor | 1 | 240 |
| buffers and inverters | 2 | 1100 |
cells in the final DEF, fill, tap and decap left out, drive strengths merged, types with 5 or more instances in the layout:
master / n
a21o: 33
a21oi: 42
and2: 268
buf: 24
clkdlybuf4s50: 269
fa: 300
ha: 285
inv: 545
mux2: 24
mux2i: 40
mux4: 219
nand2: 195
nor2: 113
nor2b: 6
nor3: 5
o21ai: 12
or2: 15
xnor2: 215
xor2: 53
routing by layer:
layer / vias up / global-route usage [%]
met5: - / 0
met4: 20 / 5.544
met3: 137 / 11.45
met2: 794 / 32.67
met1: 8881 / 26.06
li1: 8334 / -
area by class of cell:
class	instances	area share [%]
inverters	545	7.441
well taps	1040	4.733
multi-input cells	1840	77.34
diodes	4	0.03641
repair buffers	293	10.45
cell families (layout without fill, tap and decap cells):
kind of cell               count (synthesis)  count (layout)
AOI/OAI and AO/OA                         94              94
xor gates and xnor gates                 268             268
other                                      1               7
adders and majority gates                585             585
and+or+nand+nor                          607             607
muxes                                    283             283
buffers and inverters                    603             838
how the worst max path moves through the flow:
stage,start,to,slack (ps),cells past startpoint
5_1_grt,shift[1],sum[11],2260,35
6_report,shift[0],sum[11],2850,37
4_1_cts,shift[0],sum[11],2800,35
through the flow:
step / setup WS (ps) / hold slack [ps] / std cells
detailed placement: 2813 / 11240 / 3718
global placement: 2890 / 11270 / 3718
finish: 2847 / 11230 / 3722
floorplan: 4086 / 9865 / 2443
CTS: 2796 / 11250 / 3718
global route: 2259 / 11310 / 3718
