--- run.sh ---
#!/bin/bash
# OpenROAD 26Q1-2900-gdf79404cd8, Yosys 0.63+post, stock flow scripts
make -C /OpenROAD-flow-scripts/flow DESIGN_CONFIG=/design/flow/config.mk WORK_HOME=/design/flow/orfs finish
--- config.mk ---
export PLATFORM = sky130hd
export DESIGN_NAME = HC_128
export DESIGN_NICKNAME = HC_128
export VERILOG_FILES = /design/flow/design.v
export SDC_FILE = /design/flow/constraint.sdc
export NUM_CORES = 4
export LEC_CHECK = 1
export CORE_AREA = 10 10 191 191
export DIE_AREA = 0 0 201 201
--- constraint.sdc ---
current_design HC_128

set clk_period 31.2
set clk_io_pct 0.2

create_clock -name clk0 -period $clk_period

set non_clock_inputs [all_inputs -no_clocks]
set_input_delay [expr $clk_period * $clk_io_pct] -clock clk0 $non_clock_inputs
set_output_delay [expr $clk_period * $clk_io_pct] -clock clk0 [all_outputs]
--- design.v ---
module ha (
        input logic a,
        input logic b,
        output logic s,
        output logic c);
    assign {c,s} = a + b + 0;
endmodule  
module fa (
        input logic x, y, z,
        output logic s, c);
    assign {c,s} = x + y + z;
endmodule  
module HC_128 ( 
        input logic [127:0] IN1,
        input logic [127:0] IN2,
        output logic [128:0] OUT);
   assign OUT = IN1 + IN2;
endmodule  
module LF_131 ( 
        input logic [130:0] IN1,
        input logic [130:0] IN2,
        output logic [131:0] OUT);
   assign OUT = IN1 + IN2;
endmodule  
==> out/summary.txt <==
Ys cells - 1271
Fin Setup TNS - 0 ns
Layout cells sized above 1 - 0.0195
Flop area - 0 um2
Routed vias - 10951
Die Area - 40400 um2
Cts repair resizes - 0
Hold-fix buffers, CTS - 0
Area of the mapped netlist - 8330 um2
Die X - 201 um
Final-report setup violation count - 0
Syn Area/Cell - 6.56 um2
Vias/cell - 5.39
Non-filler cells, final - 2033
CP Class - in -> out
Initial Utilization - 0.257
RSZ-0062 raised after global routing - false
Wirelength per Cell - 21.0 um
Total length of routed wires - 42800 um
Site row count - 66
PortBufs - 385
Arrival time worst endpoint - 11.13 ns
Worst hold slack - 13.56 ns
Die Span Y - 201 um
Pin count of the biggest net entering global routing - 14
Final hold viol count - 0
Clock buf count - 0
Final Wtd Congestion - 0.970
Crit Path Max Fanout - 4
Worst-Margin Slew - 0.847 ns
Vias in the first global route - 10747
Post-synth cell types - 75
Tot GR Track Use - 0.203
Yosys synthesis chip area - 8330 um2
Number of top-level pins - 385
Power per Cell Area - 24.4 nW/um2
Global-route wire length before repair - 64900 um
Crit path DRT - 24.96 ns
Syn Inst Count - 1271
Dpl hpwl - 38200 um
Register share after synthesis - 0
Initial antenna violation count - 2
GR Overflow Total - 0
ANT nets after route - 0
1st-iter DRT viols - 970
DP Area - 12500 um2
Post-CTS Setup Bufs - 0
Crit start category - primary input
DP Cell Count - 2031
Core area - 32500 um2
Yosys warns - 0
Status - complete, no violations
Area delta synth->final - 49.9%
Slew Limit Fails - 0
Post-route DRC - 0
DRT Pass-1 Iters - 5
Post-route minimum period - 17.37 ns
Tool Warnings - 32
Max_cap viols - 0
Flop count - 0
Tot Pwr - 0.305 mW
Fin crit share - 0.557
Worst Hold Class - in -> out
Max-slew headroom - 0.430
VDD IR-drop max - 11.2 uV
Leak Pwr - 5.00 nW
Max frequency - 57.6 MHz
Critical Path End Type - primary output
Final Instance Area - 12500 um2
cells by family after synthesis:
family	count (synthesis)	synth area share
AND/OR/NAND/NOR	411	0.237
multiplexers	1	0.00135
AND-OR/OR-AND	510	0.392
buffers and inverters	96	0.0443
adder cells (fa/ha/maj)	129	0.195
XOR/XNOR	124	0.130
layout make-up:
cell class                 count  area (um2)
fill                        3384       20000
tap                          442         553
timing repair buffer         387        3870
antenna                        2        5.00
multi-input combinational   1175        7960
inverter                      27         101
where the power goes:
part               total, mW  internal (mW)  leakage [nW]  switching, mW
clock          0.00000000863  0.00000000862     0.0000127              0
sequential                 0              0             0              0
combinational          0.305          0.162          5.00          0.142
total                  0.305          0.162          5.00          0.142
worst paths after layout:
kind	startpoint	endpoint	slack [ns]	depth (start not counted)
max	IN1[0]	OUT[84]	13.83	15
min	IN2[0]	OUT[0]	13.56	3
cell usage after synthesis (all sizes together) (18+ instances only):
library cell	n	area, um2
nand4	61	382
nand2	133	502
ha	128	1600
o21bai	36	270
o21ai	102	518
a21o	69	518
xor2	50	438
a21oi	189	961
clkbuf	62	233
o21a	18	135
nor3	32	160
inv	27	101
xnor2	74	648
nor2	96	360
metal layers:
layer / up-vias / track usage / routed length (um)
met5: - / 0 / 0
met4: 0 / 0.0222 / 417
met3: 18 / 0.0291 / 2870
met2: 466 / 0.332 / 20000
met1: 5086 / 0.286 / 19500
li1: 5381 / - / -
critical path: stages:
cell	delay, ns
clkdlybuf4s50_1	0.41
ha_1	0.24
fa_1	0.43
a211oi_1	0.33
o211ai_1	0.18
a2111oi_0	0.51
nor3_1	0.24
o2111ai_1	0.42
and2_1	0.27
nor2_1	0.07
nor2_1	0.41
nor3_1	0.07
or2_2	0.29
xnor2_1	0.43
clkdlybuf4s50_1	0.58
stage by stage:
| stage | worst slack [ns] | util |
|---|---|---|
| CTS | 14.05 | 0.385 |
| global route | 13.70 | 0.385 |
| floorplan | 16.01 | - |
| finish | 13.83 | 0.385 |
| global placement | 14.15 | 0.385 |
| detailed placement | 14.07 | 0.385 |
layout by cell type, fill, tap and decap left out, types with 11 or more instances in the layout:
cell type and n:
o21bai_1 36, nand2b_1 13, nand3_1 16, a21o_1 69
clkdlybuf4s50_1 385, nor2_1 96, ha_1 128, o21a_1 18
nor2b_1 12, a21oi_1 187, inv_1 27, or3_1 11
nor3_1 32, nand4_1 61, o21ai_0 93, nand2_1 132
a211oi_1 14, xnor2_1 74, xor2_1 50
Power and IR drop assume default switching activity.
